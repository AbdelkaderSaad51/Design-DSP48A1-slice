File: design/flow/run.sh
#!/bin/bash
# OpenROAD 26Q1-2900-gdf79404cd8, Yosys 0.63+post, stock flow scripts
make -C /OpenROAD-flow-scripts/flow DESIGN_CONFIG=/design/flow/config.mk WORK_HOME=/design/flow/orfs finish
File: design/flow/config.mk
export PLATFORM = sky130hd
export DESIGN_NAME = project_dsp
export DESIGN_NICKNAME = project_dsp
export VERILOG_FILES = /design/flow/design.v
export SDC_FILE = /design/flow/constraint.sdc
export NUM_CORES = 4
export LEC_CHECK = 1
export CORE_UTILIZATION = 50
File: design/flow/constraint.sdc
current_design project_dsp

set clk_period 13.6
set clk_io_pct 0.2

create_clock -name clk0 -period $clk_period [get_ports {CLK}]

set non_clock_inputs [all_inputs -no_clocks]
set_input_delay [expr $clk_period * $clk_io_pct] -clock clk0 $non_clock_inputs
set_output_delay [expr $clk_period * $clk_io_pct] -clock clk0 [all_outputs]
File: design/flow/design.v
module add_sub (in1,in2,out,OPMODE,cin,cout);
parameter FULLADDER="ON";
parameter WIDTH_2=18;
input OPMODE,cin;
input [WIDTH_2-1:0] in1,in2;
output reg [WIDTH_2-1:0] out;
output reg cout ;
generate
if (FULLADDER=="ON") begin
		always@(*) begin
	if(OPMODE)
	{cout,out}=in1-(in2+cin);
	else 
	{cout,out}=in1+in2+cin;
    end
end
	else if (FULLADDER=="OFF") begin
always@(*) begin
	if(OPMODE)
	out=in1-in2;
	else 
	out=in1+in2;
   end
end
endgenerate
endmodule 
module ff_and_mux (inp , clk, clk_enable , rst , out );
parameter ENable_ff = 1;
parameter SYN_OR_ASN = "SYNC" ;
parameter WIDTH = 18 ;
input [WIDTH -1 : 0] inp ;
input clk ,clk_enable, rst ;
output [WIDTH -1 : 0] out ;
reg [WIDTH-1 : 0] out_ff;
generate
	if (SYN_OR_ASN == "SYNC")begin
	always @(posedge clk ) begin
		if (rst) begin
			out_ff <= 0; 
		end
		else if (clk_enable) begin
			out_ff <= inp;
		end
	end
end
 else if (SYN_OR_ASN == "ASYNC")begin
 	always @(posedge clk or posedge rst) begin
 		if (rst) begin
 			out_ff <= 0;
 		end
 		else if (clk_enable) begin
 			out_ff <= inp ;
 		end
 	end
 end
endgenerate
assign out = (ENable_ff == 1)? out_ff : inp ;
endmodule
module project_dsp (A , B , C , D , BCIN , CARRYIN , M , P , CARRYOUT , CARRYOUTF , CLK , OPMODE , CEA , CEB , CEC , CECARRYIN , CED , CEM , CEOPMODE , CEP , RSTA , RSTB , RSTC , RSTCARRYIN , RSTD , RSTM , RSTOPMODE , RSTP , BCOUT , PCIN , PCOUT);
parameter A0REG = 0;
parameter A1REG = 1;
parameter B0REG = 0;
parameter B1REG = 1;
parameter CREG = 1;
parameter DREG = 1;
parameter MREG = 1;
parameter PREG = 1;
parameter CARRYINREG =1;
parameter CARRYOUTREG =1;
parameter OPMODEREG =1;
parameter CARRYINSEL = "OPMODE5" ;
parameter B_INPUT = "DIRECT" ;
parameter RSTTYPE = "SYNC" ;
input [17:0] A , B , D , BCIN ;
input [47:0] C , PCIN ;
input CARRYIN , CLK , CEA , CEB , CEC ,CECARRYIN , CED , CEM , CEOPMODE , CEP , RSTA , RSTB , RSTC , RSTCARRYIN , RSTD , RSTM , RSTOPMODE , RSTP  ;
output [35:0] M ;
output CARRYOUTF , CARRYOUT ; 
input [7:0] OPMODE ;
output [17:0] BCOUT  ;
output [47:0] PCOUT,P ;
wire [17:0] D_from_mux  , B0_from_mux , A0_from_mux , Pre_Add_Sub , Pre_Add_Sub_from_mux , A1_from_mux, B1_from_mux ;
wire [47:0] C_from_mux , concatenated , post_Add_Sub , P_from_mux ; 
wire[35:0] mult_out , mult_out_from_mux ;
reg [17:0] data_b;
wire CYI_from_mux , cout , CYO_from_mux;
reg carryin;
wire [7:0] OPMODE_from_mux;
reg [47:0] X_out ,  Z_out; 
ff_and_mux #(.ENable_ff(OPMODEREG) ,.SYN_OR_ASN(RSTTYPE) ,.WIDTH(8)) op (OPMODE ,CLK, CEOPMODE , RSTOPMODE , OPMODE_from_mux );
always @(*) begin
case (B_INPUT)
"DIRECT" : data_b = B ;
"CASCADE" : data_b = BCIN ;
default : data_b = 0;
endcase
end
ff_and_mux #(.ENable_ff(DREG) ,.SYN_OR_ASN(RSTTYPE) ,.WIDTH(18)) m1 (D ,CLK, CED , RSTD , D_from_mux );
ff_and_mux # (.ENable_ff(B0REG) ,.SYN_OR_ASN(RSTTYPE) ,.WIDTH(18)) m2 (data_b ,CLK, CEB , RSTB , B0_from_mux);
ff_and_mux # (.ENable_ff(A0REG) ,.SYN_OR_ASN(RSTTYPE) ,.WIDTH(18)) m3 (A ,CLK, CEA , RSTA , A0_from_mux);
ff_and_mux # (.ENable_ff(CREG) ,.SYN_OR_ASN(RSTTYPE) ,.WIDTH(48)) m4 (C ,CLK, CEC , RSTC ,C_from_mux);
 add_sub #(.WIDTH_2(18),.FULLADDER("OFF")) pre (D_from_mux , B0_from_mux , Pre_Add_Sub , OPMODE_from_mux[6]);
 assign Pre_Add_Sub_from_mux = (OPMODE_from_mux[4]) ? Pre_Add_Sub : B0_from_mux ;
ff_and_mux #(.ENable_ff(B1REG),.SYN_OR_ASN(RSTTYPE),.WIDTH(18)) m5 (Pre_Add_Sub_from_mux , CLK , CEB , RSTB ,B1_from_mux );
ff_and_mux # (.ENable_ff(A1REG) ,.SYN_OR_ASN(RSTTYPE) ,.WIDTH(18)) m6 (A0_from_mux ,CLK, CEA , RSTA , A1_from_mux);
 assign mult_out = A1_from_mux * B1_from_mux;
 assign concatenated = {D_from_mux[11:0] , A1_from_mux[17:0] , B1_from_mux[17:0]} ;
 assign BCOUT = B1_from_mux ;
ff_and_mux #(.ENable_ff(MREG),.SYN_OR_ASN(RSTTYPE),.WIDTH(36)) m7 (mult_out , CLK , CEM , RSTM , mult_out_from_mux);
assign  M = mult_out_from_mux ;
always @(*) begin
	case (CARRYINSEL)
     "CARRYIN" : carryin=CARRYIN;
     "OPMODE5" : carryin=OPMODE_from_mux[5];
     default : carryin=0;
	endcase
end
ff_and_mux # (.ENable_ff(CARRYINREG),.SYN_OR_ASN(RSTTYPE),.WIDTH(1)) m8 (carryin , CLK , CECARRYIN , RSTCARRYIN , CYI_from_mux);
always @(*) begin
    case (OPMODE_from_mux[1:0])
    2'b00 : X_out = 0;
    2'b01 : X_out = mult_out_from_mux ;
    2'b10 : X_out = PCOUT ;
    2'b11 : X_out = concatenated ;
    endcase
end
always @(*) begin
    case (OPMODE_from_mux[3:2])
    2'b00 : Z_out = 0;
    2'b01 : Z_out = PCIN ;
    2'b10 : Z_out = PCOUT ;
    2'b11 : Z_out = C_from_mux ;
    endcase
end
 add_sub #(.WIDTH_2(48),.FULLADDER("ON")) post (Z_out,X_out,post_Add_Sub,OPMODE_from_mux[7], CYI_from_mux , cout );
 ff_and_mux #(.ENable_ff(CARRYOUTREG),.SYN_OR_ASN(RSTTYPE),.WIDTH(1)) m9 (cout , CLK, CECARRYIN , RSTCARRYIN , CYO_from_mux  );
assign CARRYOUT = CYO_from_mux ;
assign CARRYOUTF = CYO_from_mux ;
 ff_and_mux #(.ENable_ff(PREG),.SYN_OR_ASN(RSTTYPE),.WIDTH(48)) m10 (post_Add_Sub , CLK, CEP , RSTP , P_from_mux );
assign PCOUT = P_from_mux;
assign P = P_from_mux;
endmodule
==> impl_metrics.csv <==
group,metric,value,unit
run_status,status,"completed",
yosys,synth_warnings,9,
yosys,ff_type,"dfxtp_1",
setup_path,cp_max_fo,15,
yosys,numSynthFlops,196,
detailed_routing,routed_via_density,5.62,
global_routing,overflow,0,
placement,dpl.hpwl,67.9,mm
setup_path,rr_startpoint,"m5.out_ff[12]",
yosys,synth_cells,3306,
placement,portBuffers,326,
setup_path,crit_required,13.99,ns
detailed_routing,wire_per_inst,20.9,µm
power_and_ir_drop,power_density,81.7,mW/mm²
finish,area_growth,14.8,%
worst_hold_path,hp-class,"reg -> reg",
clocking,clk_pin_slew,0.09,ns
detailed_routing,dr.pass1.iters,6,
run,maxCapViolations,0,
sta,relSlewSlack,0.465,
yosys,edf_count,0,
global_routing,grt_pass1_vias,23700,
yosys,top_area_frac,0.190,
setup_path,critPathLaunchType,"flip-flop",
sta,final_max_slew_viol_count,0,
setup_path,crit_arrival,7.44,ns
power_and_ir_drop,ir_drop,0.108,mV
setup_path,rr_worst_depth,22,
finish,instances_no_fill,4178,
global_routing,grt.total_usage,0.329,
sta,hold_viol,0,
yosys,ys_types,86,
yosys,async_flop_share,0,
sta,setup_tns,0,ns
finish,final_layout_size_suffix_gt1_frac,0.0652,
detailed_routing,drt-initial-drc-count,1278,
finish,finish.utilization,0.584,
sta,fin_skew,0.0186,ns
sta,fin_crit,7.05,ns
detailed_routing,route.detailed.drc,0,
yosys,ys_cells,3306,
power_and_ir_drop,leakagePower,14.9,nW
setup_path,reg2reg_to,"m7.out_ff[34]",
clocking,cts_tree,"built",
sta,rsz0062_at_grt,"false",
yosys,ys_area,0.0275,mm²
yosys,netlist_area,0.0275,mm²
sta,tightest_slew,0.801,ns
clocking,cts_resized,0,
yosys,synthTopCellsByArea,"fa_1 19%, dfxtp_1 14%, ha_1 12%",
die,die_height,237,µm
run,warning_count,91,
placement,dp_cells,4146,
clocking,cts_setup_buffers,0,
setup_path,ff2ff_setup_slack,6.55,ns
clocking,clock-sinks,196,
die,coreArea,0.0541,mm²
global_routing,grt_first_pass_wirelength,136,mm
clocking,cts_hold_buffers,0,
clocking,clockBufferDepth,2,
sta,maxClockFrequency,142,MHz
yosys,yosysTopAreaCell,"fa_1",
die,dieWidth,237,µm
placement,gp_congestion,0.983,
detailed_routing,drt-total-wl,87.2,mm
clocking,cts_buffers,17,
worst_hold_path,min_delay_worst_endpoint,"m5.out_ff[11]",
die,num_io_pins,346,
detailed_routing,final_antenna_net_count,0,
sta,finalClockPeriodUsage,0.518,
yosys,synth.avg_cell_area,8.33,µm²
sta,finalSetupViolations,0,
worst_hold_path,worstHoldPathCells,2,
global_routing,antenna_found_initial,1,
die,die_area,0.0560,mm²
detailed_routing,routed-via-count,23500,
die,fp-utilization,0.509,
clocking,cts_root_buf,"clkbuf_16",
finish,nFillCells,4700,
clocking,cts_max_level,4,
clocking,clock_latency,0.52,ns
global_routing,grt_max_degree,53,
setup_path,cp-end-kind,"flip-flop",
setup_path,criticalPathCategory,"reg -> reg",
yosys,ys_seq_frac,0.142,
die,num_rows,85,
detailed_routing,antenna_cells,0,
worst_hold_path,hold_start,"m5.out_ff[11]",
-- flip-flops by register name, indices dropped and copies added (netlist names) --
name        count
m6.out_ff      18
m7.out_ff      36
m8.out_ff       1
m9.out_ff       1
op.out_ff       8
m5.out_ff      18
m10.out_ff     48
m4.out_ff      48
m1.out_ff      18
-- how the worst max path moves through the flow --
stage	to	from
final	m7.out_ff[34]	m5.out_ff[12]
after global routing	m7.out_ff[34]	m5.out_ff[14]
after CTS	m7.out_ff[34]	m5.out_ff[14]
-- synthesized netlist by cell type, types with 50 or more instances --
library cell	number
inv_1	439
nor2_1	288
nand2_1	281
ha_1	267
fa_1	261
dfxtp_1	196
clkbuf_1	158
mux2i_1	158
a21oi_1	150
and2_1	143
xnor2_1	93
mux2_2	86
o21ai_0	73
a22o_1	69
a21o_1	50
-- critical path, cell delays in order, from the launching register on --
cell	delay [ns]
dfxtp_1	0.54
buf_4	0.34
nand2_1	0.12
fa_1	0.55
inv_1	0.05
fa_1	0.56
fa_1	0.45
fa_1	0.47
fa_1	0.49
inv_1	0.05
fa_1	0.48
inv_1	0.05
ha_1	0.32
and3_1	0.24
a221o_1	0.33
a21oi_1	0.20
nor2b_1	0.06
a21oi_1	0.39
nor2b_1	0.27
o21ai_0	0.19
a221oi_1	0.37
xor2_1	0.26
o22ai_1	0.12
-- per-stage QoR --
step / area (µm²) / total power, mW / hold slack [ns] / setup slack [ns]
floorplan: 27500 / 1.58 / 0.444 / 7.39
global placement: 31000 / 2.02 / 0.467 / 6.18
detailed placement: 31000 / 2.02 / 0.476 / 6.19
CTS: 31600 / 2.60 / 0.494 / 6.61
global route: 31600 / 2.77 / 0.506 / 6.19
finish: 31600 / 2.59 / 0.486 / 6.55
-- routing by layer --
metal	vias up	GRT usage	wire, µm
met4	4	0.0651	2120
met1	11200	0.458	37900
met5	-	0.0147	94
li1	11300	-	-
met3	120	0.109	7740
met2	898	0.514	39400
-- power by group --
part / internal [mW] / total, mW / switching (mW) / leakage (nW)
registers: 0.624 / 0.697 / 0.0729 / 1.62
logic: 0.591 / 1.32 / 0.732 / 13.0
clock network: 0.268 / 0.567 / 0.299 / 0.302
-- cell families after synthesis --
family	synth area share
compound gates	0.153
xor+xnor	0.0436
fa+ha+maj	0.311
buf+inv	0.0999
flops	0.142
mux	0.0935
simple gates	0.157
-- layout make-up --
cell class	instances	area, µm²	share of cell area
clock buffer	17	425	0.0134
clock inverter	15	209	0.00660
inverter	439	1650	0.0521
multi-input combinational	2431	20900	0.660
sequential	196	3930	0.124
tap	696	871	0.0275
timing repair buffer	384	3670	0.116
-- cells in the final DEF, fill, tap and decap left out, types with 22 or more instances in the layout --
master / n
o21a_1: 24
nor2_1: 288
nand2_1: 281
nor3_1: 37
a21o_1: 50
xor2_1: 44
mux2_2: 86
fa_1: 261
ha_1: 267
and2_1: 143
nand2b_1: 34
inv_1: 439
a22o_1: 69
nand3_1: 31
a21oi_1: 150
buf_4: 58
xnor2_1: 93
a211oi_1: 38
a22oi_1: 23
nor2b_1: 34
mux2i_1: 158
o21ai_0: 73
o21bai_1: 22
dfxtp_1: 191
clkdlybuf4s50_1: 321
Power and IR drop assume default switching activity.
